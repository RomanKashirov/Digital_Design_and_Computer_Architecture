==> flow/design.v <==
module ram #(parameter N = 6, M = 32)
            (input  logic         clk,
             input  logic         we,
             input  logic [N-1:0] adr,
             input  logic [M-1:0] din,
             output logic [M-1:0] dout);
  logic [M-1:0] mem [2**N-1:0];
  always_ff @(posedge clk)
    if (we) mem [adr] <= din;
  assign dout = mem[adr];
endmodule
==> flow/run.sh <==
#!/bin/bash
# OpenROAD 26Q1-2900-gdf79404cd8, Yosys 0.63+post, stock flow scripts
make -C /OpenROAD-flow-scripts/flow DESIGN_CONFIG=/design/flow/config.mk WORK_HOME=/design/flow/orfs finish
==> flow/config.mk <==
export PLATFORM = sky130hd
export DESIGN_NAME = ram
export DESIGN_NICKNAME = ram
export VERILOG_FILES = /design/flow/design.v
export SDC_FILE = /design/flow/constraint.sdc
export NUM_CORES = 4
export LEC_CHECK = 1
export CORE_UTILIZATION = 30
==> flow/constraint.sdc <==
current_design ram

set clk_period 32.2
set clk_io_pct 0.2

create_clock -name clk0 -period $clk_period [get_ports {clk}]

set non_clock_inputs [all_inputs -no_clocks]
set_input_delay [expr $clk_period * $clk_io_pct] -clock clk0 $non_clock_inputs
set_output_delay [expr $clk_period * $clk_io_pct] -clock clk0 [all_outputs]
==> results.sh <==
# source this file to load flow results
export IMPL_critPathArrivalTime_ns=11.87
export IMPL_ys_area_mm2=0.0783
export IMPL_comb_power_share_pct=5.5
export IMPL_largest_reg_flops=2048
export IMPL_hold_violations=0
export IMPL_setup_viol=0
export IMPL_switching_share_pct=21.5
export IMPL_fin_crit_sh_pct=56.9
export IMPL_io_buffer_count=71
export IMPL_cts_tree="built"
export IMPL_dp_cells=7566
export IMPL_cts_made_buffers=186
export IMPL_stdcell_count=7909
export IMPL_remaining_drc_errors=0
export IMPL_postCtsSetupRepairBufs=0
export IMPL_hold_path_class="primary input to flop"
export IMPL_largest_register="mem"
export IMPL_syn_avg_cell_area_um2=18.6
export IMPL_synth_cell_type_count=55
export IMPL_yosysSeqAreaShare_pct=78.6
export IMPL_power_share_sequential_pct=55.1
export IMPL_required_ns=25.76
export IMPL_worstMarginPinSlew_ns=1.48
export IMPL_final_core_util_pct=34.5
export IMPL_maxCapViolCount=0
export IMPL_nFillCells=23700
export IMPL_irDropWorstVdd_v=0.0000576
export IMPL_grt_pass1_wl_um=311000
export IMPL_comb_area_mm2=0.0161
export IMPL_rsz0062_at_grt="false"
export IMPL_hpwl_um=122000
export IMPL_rows=187
export IMPL_h_tree_depth=4
export IMPL_dieArea_mm2=0.263
export IMPL_ff_type="edfxtp_1"
export IMPL_cts_resized=0
export IMPL_fin_area_mm2=0.0895
export IMPL_clk_pin_slew_ns=0.05
export IMPL_numSynthFlops=2048
export IMPL_status="finished with violations"
export IMPL_fp_util_pct=30.2
export IMPL_p_leak_uw=0.0280
export IMPL_syn_area_mm2=0.0783
export IMPL_finalSetupTns_ns=0
export IMPL_ant_nets=0
export IMPL_path_class="primary input to output pin"
export IMPL_switchingPower_uw=1150
export IMPL_cts_root_buf="clkbuf_16"
export IMPL_grt_pass1_vias=44500
export IMPL_worst_path_max_fanout=58
export IMPL_start_kind="primary input"
export IMPL_grt_max_degree=100
export IMPL_log_warning_count=26
export IMPL_io_pins=72
export IMPL_lay_top_count="edfxtp_1"
export IMPL_dieHeight_um=513
export IMPL_routed_via_density=5.31
export IMPL_p_per_area_mw_per_mm2=59.9
export IMPL_synth_stat_cells=4207
export IMPL_cts_sinks=2048
export IMPL_final_cell_mix="edfxtp_1, mux2i_1, clkbuf_16"
export IMPL_layout_drive_gt1_share_pct=17.6
export IMPL_insertedDiodeCount=0
export IMPL_synthArstFlopShare_pct=0
export IMPL_synth_edff_count=2048
export IMPL_relSlewSlack_pct=-0.962
export IMPL_ctsHoldBuffers=0
export IMPL_syn_to_final_growth_pct=14.4
export IMPL_end_kind="output pin"
export IMPL_synthCells=4207
export IMPL_drv_slew=1
export IMPL_drtIter0Drc=3085
export IMPL_yosysWarnings=1
export IMPL_gp_congestion=0.907
export IMPL_max_clock_freq_ghz=0.0546
export IMPL_track_usage_pct=17.4
export IMPL_gr_total_overflow=0
export IMPL_wire_per_inst_um=27.3
export IMPL_violations="max-slew violations"
export IMPL_place_ws_ns=14.04
export IMPL_placed_area_mm2=0.0838
export IMPL_first_pass_iters=5
export IMPL_p_int_uw=4210
export IMPL_num_vias=42000
export IMPL_setup_slack_ns=13.89
export IMPL_design_core_area_mm2=0.259
export IMPL_final_seq_area_mm2=0.0615
export IMPL_clockBufferDepth=3
export IMPL_antenna_found_initial=4
export IMPL_die_x_um=513
export IMPL_routed_wirelength_um=216000
export IMPL_pwr_share_clk_pct=39.4
export IMPL_min_period_ns=18.31
export IMPL_largest_registers="mem (2048)"
## synthesized netlist by cell type (15+ instances only)
| cell | count | area, um2 |
|---|---|---|
| clkbuf_1 | 168 | 631 |
| buf_1 | 33 | 124 |
| nand2b_1 | 18 | 113 |
| nand3_1 | 54 | 270 |
| or4_1 | 15 | 113 |
| o22ai_1 | 93 | 582 |
| nor2_1 | 145 | 544 |
| o21ai_0 | 84 | 420 |
| and3_1 | 85 | 532 |
| a221oi_1 | 175 | 1530 |
| a22o_1 | 66 | 578 |
| o22a_1 | 70 | 613 |
| a22oi_1 | 188 | 1410 |
| o2bb2ai_1 | 15 | 131 |
| a211oi_1 | 17 | 128 |
| a222oi_1 | 16 | 160 |
| nor3_1 | 22 | 110 |
| mux2_2 | 147 | 1660 |
| nand2_1 | 28 | 105 |
| a31oi_1 | 43 | 269 |
| buf_2 | 83 | 415 |
| edfxtp_1 | 2048 | 61500 |
| a2111oi_0 | 15 | 131 |
| a21oi_1 | 121 | 606 |
| a221o_1 | 15 | 150 |
| mux4_2 | 96 | 2160 |
| mux2i_1 | 259 | 2590 |
## logic make-up (layout without fill, tap and decap cells)
logic type	after synthesis	after routing	share of synthesized area (%)
buffers and inverters	300	600	1.70
flip-flops	2048	2048	78.6
AND/OR/NAND/NOR	424	424	2.83
multiplexers	502	502	8.19
AND-OR/OR-AND	933	933	8.73
## layer usage
metal	wire, um	share of wire [%]	global-route usage (%)
met5	184	0.085	0.639
met4	6490	3.0	4.28
met3	39100	18	14.4
met2	98400	46	25.7
met1	71700	33	19.3
## metrics by stage
stage / total power, uW / hold slack, ns
6_report: 5360 / 5.85
2_1_floorplan: 3150 / 6.54
4_1_cts: 5400 / 5.80
5_1_grt: 5520 / 5.82
3_3_place_gp: 3300 / 6.68
3_5_place_dp: 3310 / 6.67
## power by group through the flow
stage	registers, uW	clock network (uW)	logic (uW)
CTS	2950	2150	296
global route	2950	2250	314
finish	2950	2110	293
## path summary, 6_finish.rpt
kind	start	cells past startpoint	slack, ns	to
setup / recovery	adr[1]	10	13.89	dout[10]
hold / removal	din[22]	1	5.85	mem[62][22]
## cell type report
cell class                      instances  share of cell area (%)
Clock buffer                          248                    5.60
Clock inverter                         94                   0.802
Inverter                                2                  0.0168
Multi-Input combinational cell       1859                    17.9
Sequential cell                      2048                    68.7
Tap cell                             3402                    4.75
Timing Repair Buffer                  256                    2.21
## worst max-delay path: stages
cell and delay [ns]:
buf_8 0.43, buf_4 0.70, buf_4 0.65, buf_4 0.47, mux4_2 0.55, mux2i_1 0.27, nor2_1 0.07, a2111oi_0 1.16
nand3_1 0.45, clkdlybuf4s50_1 0.53
Power figures rest on the tool's default switching activity, not on a simulated workload.
