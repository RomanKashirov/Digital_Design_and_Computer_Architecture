===== flow/run.sh =====
#!/bin/bash
# OpenROAD 26Q1-2900-gdf79404cd8, Yosys 0.63+post, stock flow scripts
make -C /OpenROAD-flow-scripts/flow DESIGN_CONFIG=/design/flow/config.mk WORK_HOME=/design/flow/orfs finish

===== flow/config.mk =====
export PLATFORM = sky130hd
export DESIGN_NAME = pipregE
export DESIGN_NICKNAME = pipregE
export VERILOG_FILES = /design/flow/design.v
export SDC_FILE = /design/flow/constraint.sdc
export NUM_CORES = 4
export LEC_CHECK = 1
export CORE_UTILIZATION = 30

===== flow/constraint.sdc =====
current_design pipregE

set clk_period 1.0
set clk_io_pct 0.2

create_clock -name clk0 -period $clk_period [get_ports {clk}]

set non_clock_inputs [all_inputs -no_clocks]
set_input_delay [expr $clk_period * $clk_io_pct] -clock clk0 $non_clock_inputs
set_output_delay [expr $clk_period * $clk_io_pct] -clock clk0 [all_outputs]

===== flow/design.v =====
module pipregF (input logic clk, reset, StallF,
	input logic [31:0] PCW,
	output logic [31:0] PCF);
	always_ff @(posedge clk, posedge reset)
	if (reset) PCF <= 0;
	else if (StallF != 1) PCF <= PCW;
endmodule
module pipregD (input logic clk, reset, StallD, RegClrD,
					input logic [31:0] InstrF, PCPlus4F,
					output logic [31:0] InstrD, PCPlus4D);
	logic [63:0] q;
	assign {InstrD, PCPlus4D} = q;
	always_ff @(posedge clk, posedge reset)
	if (reset) q <= 0;
	else if (RegClrD) q <= 0;
	else if (StallD != 1 ) q <= {InstrF, PCPlus4F};
endmodule
module pipregE (input logic clk, reset, FlushE,
						input logic RegWriteD, MemtoRegD, MemWriteD, 
						input logic [2:0] ALUControlD,
						input logic ALUSrcD, RegDstD,
						input logic [31:0] AD, BD,
						input logic [4:0] RsD, RtD, RdD,
						input logic [31:0] SignImmD,
						output logic RegWriteE, MemtoRegE, MemWriteE, 
						output logic [2:0] ALUControlE,
						output logic ALUSrcE, RegDstE,
						output logic [31:0] AE, BE,
						output logic [4:0] RsE, RtE, RdE,
						output logic [31:0] SignImmE);
	logic [118:0] q;
	assign {RegWriteE, MemtoRegE, MemWriteE, ALUControlE, ALUSrcE, RegDstE, AE, BE, RsE, RtE, RdE, SignImmE} = q;
	always_ff @(posedge clk, posedge reset)
	if (reset) q <= 0;
	else if (FlushE) q <= 0;
	else q <= {RegWriteD, MemtoRegD, MemWriteD, ALUControlD, ALUSrcD, RegDstD, AD, BD, RsD, RtD, RdD, SignImmD};
endmodule
module pipregM (input logic clk, reset, 
						input logic RegWriteE, MemtoRegE, MemWriteE, 
						input logic [31:0] ALUOutE,
						input logic [31:0] WriteDataE,
						input logic [4:0] WriteRegE,
						output logic RegWriteM, MemtoRegM, MemWriteM, 
						output logic [31:0] ALUOutM,
						output logic [31:0] WriteDataM,
						output logic [4:0] WriteRegM);
	logic [71:0] q;
	assign {RegWriteM, MemtoRegM, MemWriteM, ALUOutM, WriteDataM, WriteRegM} = q;
	always_ff @(posedge clk, posedge reset)
	if (reset) q <= 0;
	else q <= {RegWriteE, MemtoRegE, MemWriteE, ALUOutE, WriteDataE, WriteRegE};
endmodule
module pipregW (input logic clk, reset, 
						input logic RegWriteM, MemtoRegM, 
						input logic [31:0] ReadDataM,
						input logic [31:0] ALUOutM,
						input logic [4:0] WriteRegM,
						output logic RegWriteW, MemtoRegW, 
						output logic [31:0] ReadDataW,
						output logic [31:0] ALUOutW,
						output logic [4:0] WriteRegW);
	logic [70:0] q;
	assign {RegWriteW, MemtoRegW, ReadDataW, ALUOutW, WriteRegW} = q;
	always_ff @(posedge clk, posedge reset)
	if (reset) q <= 0;
	else q <= {RegWriteM, MemtoRegM, ReadDataM, ALUOutM, WriteRegM};
endmodule

==> impl_metrics.prom <==
# HELP chip_impl_metric Yosys and OpenROAD flow results
# TYPE chip_impl_metric gauge
chip_impl_info{name="result_of_the_run",value="finished with violations"} 1
chip_impl_info{name="failed_checks",value="negative setup slack"} 1
chip_impl_metric{name="n_fill_cell",unit=""} 1089
chip_impl_metric{name="first_global_vias",unit=""} 2802
chip_impl_info{name="largest-register",value="q"} 1
chip_impl_metric{name="floorplan.die.height",unit="um"} 115
chip_impl_metric{name="grt.total_usage",unit=""} 0.152
chip_impl_metric{name="flow.area_growth_from_synthesis",unit="%"} 71.5
chip_impl_info{name="cp_cell_sequence",value="buf_2"} 1
chip_impl_metric{name="clk_transition_reported_paths",unit="ns"} 0.05
chip_impl_metric{name="fp-utilization",unit=""} 0.313
chip_impl_metric{name="ys_warn_count",unit=""} 1
chip_impl_metric{name="dpl.cell_count",unit=""} 656
chip_impl_metric{name="cp_data_arrival_time",unit="ns"} 0.89
chip_impl_metric{name="crit_path_max_incr_delay",unit="ns"} 0.37
chip_impl_info{name="ctsRootBufferMaster",value="clkbuf_16"} 1
chip_impl_metric{name="finalPower",unit="uW"} 12800
chip_impl_info{name="tritoncts_clock_tree",value="built"} 1
chip_impl_metric{name="place.detailed.hpwl",unit="mm"} 7.06
chip_impl_metric{name="postLayoutCoreUtil",unit=""} 0.537
chip_impl_info{name="setup_repair_after_global_routing_missed_its_margin",value="yes"} 1
chip_impl_metric{name="area_of_the_mapped_netlist",unit="sq um"} 3820
chip_impl_metric{name="final_critical_path_setup_slack",unit="ns"} -0.0899
chip_impl_metric{name="finalSetupViolations",unit=""} 119
chip_impl_metric{name="drv_cap",unit=""} 0
chip_impl_metric{name="whs_path_depth",unit=""} 2
chip_impl_metric{name="yosysCellCount",unit=""} 252
chip_impl_metric{name="drt_first_iter_violations",unit=""} 86
chip_impl_metric{name="num_io_pins",unit=""} 241
chip_impl_metric{name="antenna_cells_inserted",unit=""} 0
chip_impl_metric{name="grt_pass1_wl",unit="mm"} 14.7
chip_impl_metric{name="synth_flop_count",unit=""} 119
chip_impl_metric{name="firstDrtPassIters",unit=""} 2
chip_impl_metric{name="tool_warnings",unit=""} 28
chip_impl_metric{name="power_density",unit="nW/um^2"} 1950
chip_impl_metric{name="vias",unit=""} 2696
chip_impl_metric{name="timing.final.max_slew_violations",unit=""} 0
chip_impl_metric{name="finalWirelength",unit="mm"} 9.70
chip_impl_metric{name="maximum_number_of_pins_on_one_net_before_global_route_repair",unit=""} 47
chip_impl_metric{name="crit_buf_inv",unit=""} 1
chip_impl_metric{name="clock_tree.buffer_depth",unit=""} 2
chip_impl_metric{name="synth_chip_area",unit="sq um"} 3820
chip_impl_metric{name="routed_via_count_divided_by_cell_count",unit=""} 3.92
chip_impl_metric{name="row_count",unit=""} 40
chip_impl_metric{name="worst-slew-pin-transition",unit="ns"} 0.240
chip_impl_metric{name="post_cts_buffers",unit=""} 0
chip_impl_metric{name="synthesis.instances",unit=""} 252
chip_impl_info{name="reg.largest.list",value="q (119)"} 1
chip_impl_metric{name="final_layout_size_suffix_gt1_frac",unit=""} 0.308
chip_impl_metric{name="gp_congestion",unit=""} 0.764
chip_impl_info{name="startpoint_of_the_lowest_slack_hold_path",value="FlushE"} 1
chip_impl_metric{name="clock_buffers_created_by_tritoncts",unit=""} 17
chip_impl_info{name="worstSetupEndpointType",value="output pin"} 1
chip_impl_info{name="critical-path-top-delay-family",value="flip-flops"} 1
chip_impl_metric{name="report.final.hold_viol_count",unit=""} 0
chip_impl_info{name="critical_path_class",value="reg -> out"} 1
chip_impl_info{name="startpoint_type",value="flip-flop"} 1
chip_impl_metric{name="vdd.ir_drop.worst",unit="uV"} 1150
chip_impl_metric{name="placeableCoreArea",unit="sq um"} 12200
chip_impl_metric{name="htreeDepth",unit=""} 4
chip_impl_metric{name="die_w",unit="um"} 115
chip_impl_metric{name="finalCritPeriodShare",unit=""} 1.09
chip_impl_metric{name="synth.yosys.seq_area_share",unit=""} 0.780
chip_impl_metric{name="drc_errors",unit=""} 0
chip_impl_info{name="whs_endpoint",value="q[85]"} 1
chip_impl_metric{name="final_cell_count_without_fillers",unit=""} 688
chip_impl_info{name="timing.hold.worst.class",value="in -> reg"} 1
chip_impl_metric{name="grt.overflow.total",unit=""} 0
chip_impl_metric{name="dp_worst_setup_slack",unit="ns"} -0.0131
chip_impl_metric{name="synthesis.area_per_instance",unit="sq um"} 15.2
chip_impl_metric{name="synth_cell_types",unit=""} 6
chip_impl_metric{name="cp.required",unit="ns"} 0.80
chip_impl_metric{name="clock.fmax",unit="GHz"} 0.918
chip_impl_metric{name="p_leak",unit="uW"} 0.00323
chip_impl_info{name="crit_slowest_cell",value="dfrtp_1"} 1
chip_impl_metric{name="grt_antenna_before_repair",unit=""} 0
chip_impl_metric{name="port-buffer-count",unit=""} 240
chip_impl_metric{name="largest_register_ff_count",unit=""} 119
chip_impl_metric{name="cts.sink_count",unit=""} 119
chip_impl_metric{name="avgRoutedWirePerCell",unit="um"} 14.1
chip_impl_metric{name="period_needed",unit="ns"} 1.09
chip_impl_metric{name="detail-route-antenna-nets",unit=""} 0
chip_impl_metric{name="chip_area",unit="sq um"} 13200
chip_impl_metric{name="worstPathMaxFanout",unit=""} 1
chip_impl_metric{name="timing.max_slew.rel_slack",unit=""} 0.840
-- worst max-delay path by stage --
stage                 startpoint           end  slack [ns]  cells after the start
final                      q[34]        RdE[2]       -0.09                      1
after global routing       q[73]        BE[26]       -0.14                      1
after CTS                  q[26]  SignImmE[26]       -0.12                      1
-- per-layer routing --
metal / track usage / wire [um]
met3: 0.0590 / 1050
met1: 0.210 / 3900
met5: 0 / 0
met2: 0.241 / 4580
met4: 0.0260 / 170
-- synth_stat cells --
library cell / n / area [sq um]
buf_2: 3 / 15.0
buf_4: 9 / 67.6
buf_6: 1 / 11.3
dfrtp_1: 119 / 2980
inv_1: 1 / 3.75
nor2b_1: 119 / 744
-- timing repair --
item	in CTS	in global routing
hold buffers	0	0
endpoints found under the setup margin	119	119
endpoints found under the hold margin	0	0
resized	367	0
-- metrics by stage --
stage	TNS, ns	cell area [sq um]	hold WS [ns]
finish	-7.81	6550	0.139
global placement	-0.0743	6490	0.555
floorplan	-77.99	3820	0.338
global route	-12.65	6550	0.131
CTS	-10.89	6550	0.128
detailed placement	-0.0582	6490	0.564
-- where the power goes --
group | total, uW | leakage [uW] | internal [uW] | switching [uW]
registers | 5110 | 0.00153 | 5060 | 51.3
logic | 1070 | 0.00138 | 738 | 335
clock network | 6560 | 0.000319 | 4560 | 2000
total | 12800 | 0.00323 | 10400 | 2390
-- area by class of cell --
| class | count | area [sq um] | area share |
|---|---|---|---|
| Sequential cell | 119 | 2980 | 0.454 |
| Inverter | 1 | 7.51 | 0.00115 |
| Tap cell | 168 | 210 | 0.0321 |
| Timing Repair Buffer | 249 | 1960 | 0.299 |
| Multi-Input combinational cell | 119 | 744 | 0.114 |
| Clock inverter | 7 | 138 | 0.0210 |
| Clock buffer | 25 | 515 | 0.0787 |
-- cells in the final DEF (no fill, tap or decap) --
cell / instances
clkdlybuf4s50_1: 120
clkbuf_8: 6
clkbuf_16: 17
buf_4: 3
buf_12: 7
clkinv_2: 2
dfrtp_1: 119
clkbuf_1: 2
nor2b_1: 119
clkinvlp_4: 2
buf_2: 119
bufinv_16: 4
-- logic make-up (layout without fill, tap and decap cells) --
family,after synthesis,in the layout,share of synthesized area
and+or+nand+nor,119,119,0.195
DFF,119,119,0.780
buffers and inverters,14,282,0.0255
Power is estimated from default activity; no workload was simulated.
