$ cat flow/design.v
module fp_adder(input  logic [31:0] a, input  logic [31:0] b,
                  output logic [31:0] y);
   logic [7:0] exp_a, exp_b, exp_big;
	logic [23:0] frac_big, frac_lil, frac_y;
	logic [24:0] temp_frac_y;
	assign exp_a = {a[30:23]};
	assign exp_b = {b[30:23]};
	assign frac_big = (exp_a >= exp_b)? {1'b1, a[22:0]} : {1'b1, b[22:0]};
	assign frac_lil = (exp_a >= exp_b)? {{1'b1, b[22:0]} >> (exp_a - exp_b)}: 
	{{1'b1, a[22:0]} >> (exp_b - exp_a)};
	assign exp_big = (exp_a >= exp_b)? exp_a: exp_b;
	always_comb
	begin
	temp_frac_y = frac_big + frac_lil;
	frac_y = temp_frac_y[23:0] >> temp_frac_y[24];
	y = {1'b0, exp_big + temp_frac_y[24], frac_y[22:0] };
	end
endmodule
$ cat flow/run.sh
#!/bin/bash
# OpenROAD 26Q1-2900-gdf79404cd8, Yosys 0.63+post, stock flow scripts
make -C /OpenROAD-flow-scripts/flow DESIGN_CONFIG=/design/flow/config.mk WORK_HOME=/design/flow/orfs finish
$ cat flow/config.mk
export PLATFORM = sky130hd
export DESIGN_NAME = fp_adder
export DESIGN_NICKNAME = fp_adder
export VERILOG_FILES = /design/flow/design.v
export SDC_FILE = /design/flow/constraint.sdc
export NUM_CORES = 4
export LEC_CHECK = 1
export CORE_UTILIZATION = 40
$ cat flow/constraint.sdc
current_design fp_adder

set clk_period 41.3
set clk_io_pct 0.2

create_clock -name clk0 -period $clk_period

set non_clock_inputs [all_inputs -no_clocks]
set_input_delay [expr $clk_period * $clk_io_pct] -clock clk0 $non_clock_inputs
set_output_delay [expr $clk_period * $clk_io_pct] -clock clk0 [all_outputs]
==> reports/metrics.cfg <==
[outcome]
status = complete, no violations

[final_timing]
whs_ps = 17590
layout_worst_path_cycle_share_pct = 61.8
timing.fmax_ghz = 0.0392
rsz0062_at_grt = no
hold_viol = 0
relSlewSlack_pct = 42.4
setup_violations = 0
setup_ws_ps = 15780
fin_crit_ps = 25520
tightest_slew_ps = 861
fin_tns_setup_ps = 0
maxSlewViolCount = 0

[setup_path]
path_buffers = 6
end_kind = primary output
required_ps = 33040
cp_common_cell = ha_1
path_max_fanout = 44
critPathMaxStageDelay_ps = 710
crit_arrival_ps = 17260
criticalPathCategory = in -> out
crit_slowest_cell = xor2_1
startpoint_type = input pin
cpLargestDelayFamily = AND-OR/OR-AND gates

[synth]
synth_area_sq_mm = 0.00427
ys_types = 65
ys_cells = 545
top_cells_by_area = ha_1 (12%), mux4_2 (12%), mux2_2 (7.1%)
synthCells = 545
yosys_area_sq_mm = 0.00427
yosysWarnings = 1
netlist.top_cell.by_area = ha_1
synth_seq_share_pct = 0
avgSynthCellArea_sq_um = 7.83
synth_top_area_share_pct = 11.7

[detailed_routing]
route.detailed.wl_per_inst_um = 15.8
drc_errors = 0
postRouteAntennaNets = 0
drt_wl_total_um = 11900
vias = 4327
firstDrtPassIters = 4
num_antenna_cells = 0
via_per_inst = 5.74
drt_iter0_markers = 225

[global_route]
grt.total_usage_pct = 22.2
antenna_found_initial = 0
grt_pass1_wl_um = 19800
grt-ovfl-total = 0
grt_pass1_vias = 4122
grt_max_degree = 45

[power]
powerDensity_mw_per_mm2 = 23.2
pwr-share-seq_pct = 0
switching_share_pct = 48.8
netSwitchingPower_mw = 0.0595
power_mw = 0.122
power.share.combinational_pct = 100.0
intPower_mw = 0.0625
p_clk_share_pct = 0
p_leak_nw = 2.31
irDropWorstVdd_v = 0.0000142

[final_layout]
layout-drive-gt1-share_pct = 14.4
clkbuf_count = 0
mostFrequentLayoutCells = clkdlybuf4s50_1 (93), nand2_1 (65), nor2_1 (42)
flop-count = 0
lay_top_count = clkdlybuf4s50_1
n_fill_cell = 990
regArea_sq_um = 0
area_delta_synth_final_pct = 23.2

[die]
die_y_um = 105
core_util_floorplan_pct = 41.3
die_w_um = 105
die_area_sq_mm = 0.0111
io_pins = 96
rows = 37
core_sq_mm = 0.0103

[min_path]
hp-class = in -> out
hold-path-endpoint = y[30]
hold_path_depth = 4
min-delay-start = b[30]

[run]
max_cap_violations = 0
warnings = 41

[placement]
gp_congestion = 0.962
port_buffers = 93
pre_cts_ws_ps = 15800
dp_hpwl_um = 9830

[clocking]
cts_resized = 0
cts_hold_repair.buffers = 0
cts_setup_buffers = 0

## Yosys cell counts (2+ instances only)
cell / n
nor2_1: 42
nand4_1: 5
nand3_1: 17
buf_4: 3
or3_1: 6
a2111oi_0: 2
or2_2: 4
nor2b_1: 6
clkbuf_1: 6
nor3_1: 17
mux2i_1: 29
o31ai_1: 3
o211ai_1: 2
mux4_2: 22
buf_2: 11
and3_1: 15
and2_1: 5
mux2_2: 27
buf_6: 5
o2111ai_1: 3
a21o_1: 8
a32oi_1: 2
a221oi_1: 2
a211oi_1: 9
nand2_1: 65
inv_1: 29
o21bai_1: 6
o21a_1: 3
fa_1: 3
nand3b_1: 3
a21boi_0: 4
a221o_1: 2
ha_1: 40
o22ai_1: 5
mux2_4: 18
o21ai_0: 27
a21oi_1: 29
xor2_1: 13
xnor2_1: 13
nand2b_1: 6
o21ba_2: 2
o221ai_1: 3
## cells by family (layout without fill, tap and decap cells)
kind of cell               after synthesis  after routing  share of synthesized area [%]
xor gates and xnor gates                27             27                           5.72
other                                    1              1                         0.0879
buffers and inverters                   56            129                           6.39
AOI/OAI and AO/OA                      124            124                           19.9
muxes                                   98             98                           32.7
and+or+nand+nor                        196            196                           22.1
adders and majority gates               43             43                           13.1
## final cells by class
type / instances / area [sq um] / share of cell area, %
multi-input combinational: 489 / 4000 / 76.1
inverter: 30 / 113 / 2.14
tap: 136 / 170 / 3.24
timing repair buffer: 99 / 976 / 18.6
## how the worst max path moves through the flow
stage     startpoint    end  slack, ps  cells past startpoint
4_1_cts        a[28]  y[30]      15770                     30
5_1_grt        a[28]  y[29]      15100                     30
6_report       a[28]  y[30]      15780                     30
## power groups by stage
stage | registers (mW) | clock network (mW) | logic [mW]
CTS | 0 | 0 | 0.122
global route | 0 | 0 | 0.135
finish | 0 | 0 | 0.122
## layer usage
| layer | vias to the layer above | share of wire, % | GRT usage, % |
|---|---|---|---|
| li1 | 2192 | - | - |
| met1 | 1995 | 50 | 34.6 |
| met2 | 128 | 43 | 35.0 |
| met3 | 12 | 5.2 | 1.26 |
| met4 | 0 | 1.3 | 2.82 |
| met5 | - | 0 | 0 |
## through the flow
stage / util [%] / instances / instance area (sq um)
floorplan: - / 545 / 4270
global placement: 50.9 / 754 / 5260
detailed placement: 50.9 / 754 / 5260
CTS: 50.9 / 754 / 5260
global route: 50.9 / 754 / 5260
finish: 50.9 / 754 / 5260
Power figures rest on the tool's default switching activity, not on a simulated workload.
