--- config.mk ---
export PLATFORM = sky130hd
export DESIGN_NAME = fpadd
export DESIGN_NICKNAME = fpadd
export VERILOG_FILES = /design/flow/design.v
export SDC_FILE = /design/flow/constraint.sdc
export NUM_CORES = 4
export LEC_CHECK = 1
export CORE_UTILIZATION = 40
--- constraint.sdc ---
current_design fpadd

set clk_period 27.9
set clk_io_pct 0.2

create_clock -name clk0 -period $clk_period

set non_clock_inputs [all_inputs -no_clocks]
set_input_delay [expr $clk_period * $clk_io_pct] -clock clk0 $non_clock_inputs
set_output_delay [expr $clk_period * $clk_io_pct] -clock clk0 [all_outputs]
--- design.v ---
module fpadd(input  logic [31:0] a, b, 
             output logic [31:0] s);
  logic [7:0]  expa, expb, exp_pre, exp, shamt;
  logic        alessb;
  logic [23:0] manta, mantb, shmant;
  logic [22:0] fract;
  assign {expa, manta} = {a[30:23], 1'b1, a[22:0]};
  assign {expb, mantb} = {b[30:23], 1'b1, b[22:0]};
  assign s             = {1'b0, exp, fract};
  expcomp   expcomp1(expa, expb, alessb, exp_pre, 
                     shamt);
  shiftmant shiftmant1(alessb, manta, mantb,
                       shamt, shmant);
  addmant   addmant1(alessb, manta, mantb,
                     shmant, exp_pre, fract, exp);
endmodule
module expcomp(input  logic [7:0] expa, expb, 
               output logic       alessb, 
               output logic [7:0] exp, shamt);
  logic [7:0] aminusb, bminusa;
  assign aminusb = expa - expb;
  assign bminusa = expb - expa;
  assign alessb  = aminusb[7];
  always_comb
    if (alessb) begin
      exp = expb;
      shamt = bminusa;
    end
    else begin
      exp = expa;
      shamt = aminusb;
    end 
endmodule
module shiftmant(input  logic alessb, 
                 input  logic [23:0] manta, mantb,
                 input  logic [7:0] shamt, 
                 output logic [23:0] shmant);
  logic [23:0] shiftedval;
  assign shiftedval = alessb ? 
    (manta >> shamt) : (mantb >> shamt);  
  always_comb
    if (shamt[7] | shamt[6] | shamt[5] | 
        (shamt[4] & shamt[3]))
        shmant = 24'b0;
    else
        shmant = shiftedval;
endmodule
module addmant(input  logic        alessb, 
               input  logic [23:0] manta, 
                                   mantb, shmant, 
               input  logic [7:0]  exp_pre,
               output logic [22:0] fract,
               output logic [7:0]  exp);
  logic [24:0] addresult;
  logic [23:0] addval;
  assign addval    = alessb ? mantb : manta;
  assign addresult = shmant + addval;
  assign fract     = addresult[24] ? 
                     addresult[23:1] : 
                     addresult[22:0];
  assign exp       = addresult[24] ? 
                     (exp_pre + 1) : 
                     exp_pre;
endmodule
--- run.sh ---
#!/bin/bash
# OpenROAD 26Q1-2900-gdf79404cd8, Yosys 0.63+post, stock flow scripts
make -C /OpenROAD-flow-scripts/flow DESIGN_CONFIG=/design/flow/config.mk WORK_HOME=/design/flow/orfs finish
==> job_summary.md <==
## PnR job results

| Metric | Value |
|---|---|
| Layout Cells excl Fill | `827` |
| Syn Area/Cell | `7.263 um^2` |
| Req. time, crit path | `22.32 ns` |
| Yosys chip area | `0.004511 mm^2` |
| N_diodes | `0` |
| Worst setup EP type | `output pin` |
| IO Port Bufs | `93` |
| Power Density | `40.24 mW/mm^2` |
| Clock Buffer Count | `0` |
| Share of post-route cells with drive strength above 1 | `0.1179` |
| Wire length of the first global-routing pass | `24320 um` |
| Lkg Pwr | `2.307 nW` |
| Post_cts resized | `0` |
| Tcrit/Tclk final | `0.7097` |
| Unique cell types | `79` |
| Die area | `0.01171 mm^2` |
| Routed WL | `15360 um` |
| Core box area | `0.01094 mm^2` |
| Setup TNS | `0 ns` |
| Layout area overhead | `22.00%` |
| Final hold viol count | `0` |
| Final Setup Violations | `0` |
| Max-Slew Margin vs Limit | `0.5331` |
| Worst slew pin tran | `0.6827 ns` |
| Largest net degree at the start of global routing | `35` |
| GPL Wtd Cong | `0.9521` |
| Flip-flops | `0` |
| Detail Placement HPWL | `12830 um` |
| Post-route DRC violation count | `0` |
| Horiz. Die Dim | `108.2 um` |
| FP Rows | `38` |
| Peak VDD IR | `0.02088 mV` |
| Synth Instances | `621` |
| Final Max Tran Viols | `0` |
| Min-delay worst type | `in2out` |
| Yosys warning tally | `2` |
| Period minus WS final | `19.80 ns` |
| Number of cells in Yosys stat | `621` |
| DRT Pass-1 Iters | `4` |
| Vias post-DR | `4907` |
| Netlist area before placement | `0.004511 mm^2` |
| Antenna-violating nets left | `0` |
| Startpoint Class | `primary input` |
| Vias/cell | `5.933` |
| Status | `finished, final reports clean` |
| Arrival @ worst endpoint | `14.22 ns` |
| FP Core Util | `0.4125` |
| Ports | `96` |
| OpenROAD warnings | `41` |
| Vias in the first global route | `4643` |
| Max Cap Viol | `0` |
| Global route overflow | `0` |
| Tot GR Track Use | `0.2738` |
| RSZ-0062 raised after global routing | `no` |
| Finished layout cell area | `0.005503 mm^2` |
| Chip height | `108.2 um` |
| Overall Power | `0.2214 mW` |
| WL/cell | `18.57 um` |
| Worst Setup Path Type | `in2out` |
| Placed cell count | `827` |
| Initial DRC count | `182` |
| Crit-path max FO | `34` |
| Achievable Freq | `0.05050 GHz` |
| Area post-placement | `0.005503 mm^2` |
| Hold buffer count at CTS | `0` |
| FF+latch area | `0 um^2` |
| Setup Fix Bufs, Post-CTS | `0` |
| Initial antenna violation count | `0` |
| Synth Seq Share | `0` |
worst max-delay path, cell delays in order:
cell and delay [ns]:
clkdlybuf4s50_1 0.57, inv_1 0.07, ha_1 0.65, nand3_1 0.16, a21oi_2 0.37, mux2_4 0.40, nor2_8 0.43, buf_4 0.45
mux4_2 0.59, mux2i_1 0.26, o22ai_1 0.17, o311ai_1 0.30, a21oi_1 0.21, ha_1 0.26, fa_1 0.41, a21o_1 0.22
a221oi_1 0.49, o21ba_2 0.22, o21bai_1 0.10, a31oi_1 0.27, a21oi_1 0.13, nor2_1 0.53, nand2_2 0.47, mux2_1 0.44
clkdlybuf4s50_1 0.42
layer usage:
layer / vias to the layer above / wire length [um] / track usage
met4: 0 / 183 / 0.02838
met3: 17 / 1212 / 0.06074
met5: - / 0 / 0
met2: 171 / 6182 / 0.3826
met1: 2268 / 7780 / 0.4423
li1: 2451 / - / -
synth_stat cells (all sizes together) (17+ instances only):
cell type / instances / area [um^2]
a21oi: 38 / 197.7
buf: 17 / 102.6
clkbuf: 17 / 63.81
ha: 38 / 475.5
inv: 24 / 90.09
mux2: 32 / 364.1
mux2i: 26 / 260.3
mux4: 22 / 495.5
nand2: 112 / 427.9
nand3: 19 / 100.1
nor2: 43 / 180.2
o21ai: 23 / 115.1
xnor2: 22 / 200.2
worst paths after layout:
path	start	to	slack (ns)	depth (start not counted)
setup / recovery	a[28]	s[21]	8.10	25
hold / removal	a[28]	s[28]	12.34	4
kinds of logic (layout without fill, tap and decap cells):
| group | after synthesis | count (layout) | share of synthesized area |
|---|---|---|---|
| simple gates | 252 | 252 | 0.2685 |
| compound gates | 160 | 160 | 0.2488 |
| mux | 80 | 80 | 0.2483 |
| buf+inv | 58 | 124 | 0.05687 |
| fa+ha+maj | 41 | 41 | 0.1187 |
| xor+xnor | 29 | 29 | 0.05798 |
| other cells | 1 | 1 | 0.0008314 |
power breakdown:
group / internal, mW / total, mW / switching [mW]
Clock: 0 / 0 / 0
Sequential: 0 / 0 / 0
Combinational: 0.106 / 0.221 / 0.115
Total: 0.106 / 0.221 / 0.115
layout by cell type (no fill, tap or decap), drive strengths merged, types with 4 or more instances in the layout:
master / count
clkdlybuf4s50: 93
mux4: 22
or3b: 4
a31oi: 10
a2111oi: 4
nand2: 112
mux2i: 26
a21o: 14
nor3: 13
o21a: 4
o22a: 6
nand4: 6
o21ai: 23
nor2b: 9
a311oi: 4
a21oi: 38
mux2: 32
nand2b: 14
ha: 38
nand3: 19
and3: 7
inv: 24
xor2: 7
xnor2: 22
and2: 7
nor2: 43
o22ai: 6
a211oi: 8
buf: 7
o211ai: 9
area by class of cell:
type	count	area (um^2)
Fill cell	1070	5433
Multi-Input combinational cell	563	4254
Timing Repair Buffer	100	983.4
Tap cell	140	175.2
Inverter	24	90.09
stage by stage:
stage	hold slack, ns	util	setup WS [ns]
4_1_cts	12.34	0.5032	8.113
3_3_place_gp	12.33	0.5032	8.228
2_1_floorplan	11.29	-	11.22
5_1_grt	12.40	0.5032	7.381
3_5_place_dp	12.34	0.5032	8.099
6_report	12.34	0.5032	8.098
No activity file was given, so power comes from the tool's default toggle rates.
