File: flow/run.sh
#!/bin/bash
# OpenROAD 26Q1-2900-gdf79404cd8, Yosys 0.63+post, stock flow scripts
make -C /OpenROAD-flow-scripts/flow DESIGN_CONFIG=/design/flow/config.mk WORK_HOME=/design/flow/orfs finish
File: flow/config.mk
export PLATFORM = sky130hd
export DESIGN_NAME = dmem
export DESIGN_NICKNAME = dmem
export VERILOG_FILES = /design/flow/design.v
export SDC_FILE = /design/flow/constraint.sdc
export NUM_CORES = 4
export LEC_CHECK = 1
export CORE_UTILIZATION = 30
File: flow/constraint.sdc
current_design dmem

set clk_period 40.2
set clk_io_pct 0.2

create_clock -name clk0 -period $clk_period [get_ports {clk}]

set non_clock_inputs [all_inputs -no_clocks]
set_input_delay [expr $clk_period * $clk_io_pct] -clock clk0 $non_clock_inputs
set_output_delay [expr $clk_period * $clk_io_pct] -clock clk0 [all_outputs]
File: flow/design.v
module dmem(input  logic        clk, we,
            input  logic [31:0] a, wd,
            output logic [31:0] rd);
  logic [31:0] RAM[63:0];
  assign rd=RAM[a[31:2]];  
  always_ff @(posedge clk)
    if (we) RAM[a[31:2]] <= wd;
endmodule
==> results_tabular.tex <==
% Generated from flow reports
\begin{tabular}{lr}
\hline
Metric & Value \\
\hline
\multicolumn{2}{l}{\textbf{Timing}} \\
Worst slew margin relative to its limit & 28.4\% \\
Number of slew-limit violations in the final report & 0 \\
Worst Tran Pin Value & 1.05 ns \\
TNS Setup & 0 ns \\
Setup violations, final & 0 \\
Fmax & 0.0472 GHz \\
RSZ-0062 raised after global routing & false \\
Final hold violation count & 0 \\
Share of the cycle needed by the critical path after routing & 52.7\% \\
Min cycle time layout & 21.17 ns \\
Min Hold Slack & 7.45 ns \\
\multicolumn{2}{l}{\textbf{Clocking}} \\
Deepest clock path buffer count & 3 \\
H-tree levels & 4 \\
Total clock buffers created by CTS & 188 \\
Register clock-pin slew on the reported worst setup and hold paths & 0.06 ns \\
TritonCTS Sinks & 2048 \\
Root buf cell & sky130\_fd\_sc\_hd\_\_clkbuf\_16 \\
CTS tree & yes \\
Number of buffers added to fix hold violations after cts & 0 \\
Setup repair bufs after CTS & 0 \\
Post-cts resize count & 0 \\
\multicolumn{2}{l}{\textbf{Layout}} \\
Utilization of the core after routing & 34.5\% \\
Max reg flops & 2048 \\
Syn-to-layout area delta & 14.5\% \\
Fraction of final layout cells with drive strength greater than 1 & 17.8\% \\
Non-filler instance count after layout & 7908 \\
\multicolumn{2}{l}{\textbf{Critical path}} \\
Standard cell with the maximum stage delay on the critical path & sky130\_fd\_sc\_hd\_\_buf\_4 \\
Crit path cell chain & buf\_8, buf\_4, buf\_4, nor2b\_4, buf\_4, a221oi\_1, o22a\_1, o22ai\_1, or4\_1, clkdlybuf4s50\_1 \\
Most prevalent standard cell on the critical path & sky130\_fd\_sc\_hd\_\_buf\_4 \\
Worst path max stage delay & 0.68 ns \\
Type of the setup path with the least slack & input pin to output pin \\
CP Capture Type & output pin \\
CP Max Fanout & 56 \\
Arrival time worst endpoint & 13.13 ns \\
Element type at the critical path start & input pin \\
Required time reported for the critical path endpoint & 32.16 ns \\
\multicolumn{2}{l}{\textbf{Min path}} \\
Cell count of the worst hold path & 1 \\
Hold-critical path endpoint & RAM[62][24] \\
Worst min path class & input pin to flop \\
Origin of the worst min-delay path & wd[24] \\
\multicolumn{2}{l}{\textbf{Placed design}} \\
IO Port Bufs & 71 \\
Global placement routability congestion & 0.866 \\
Post-detailed-placement half-perimeter wirelength & 116000 µm \\
Post-placement cell count & 7575 \\
\multicolumn{2}{l}{\textbf{Synthesis}} \\
Number of instances in the synthesized netlist & 4207 \\
Cell with the most instances after synthesis & sky130\_fd\_sc\_hd\_\_edfxtp\_1 \\
Leading post-synthesis cells by instance count & sky130\_fd\_sc\_hd\_\_edfxtp\_1 (2048), sky130\_fd\_sc\_hd\_\_mux2i\_1 (259), sky130\_fd\_sc\_hd\_\_a22oi\_1 (188) \\
Yosys synthesis warning count & 1 \\
Yosys cell types & 55 \\
Top cells by area, synth & sky130\_fd\_sc\_hd\_\_edfxtp\_1 (79\%), sky130\_fd\_sc\_hd\_\_mux2i\_1 (3.3\%), sky130\_fd\_sc\_hd\_\_mux4\_2 (2.8\%) \\
Number of flops mapped to enable cells by yosys & 2048 \\
Post-synth top flop & sky130\_fd\_sc\_hd\_\_edfxtp\_1 \\
Netlist area before placement & 78300 µm² \\
Fraction of synthesized cell area taken by the top area cell type & 78.6\% \\
Yosys stat cell total & 4207 \\
Post-synthesis chip area from yosys & 78300 µm² \\
Mean post-synth cell area & 18.6 µm² \\
Post-synthesis cell type with the largest combined area & sky130\_fd\_sc\_hd\_\_edfxtp\_1 \\
Ys flops & 2048 \\
Ys async rst share & 0\% \\
Post-synthesis sequential area ratio & 78.6\% \\
\multicolumn{2}{l}{\textbf{Route}} \\
Count of routing violations after the opening detailed-route iteration & 2946 \\
Routed via count & 41400 \\
Met3 WL post-DR & 33700 µm \\
Tally of nets with antenna violations remaining after routing & 0 \\
Total wire length & 208000 µm \\
Remaining DRCs & 0 \\
Highest signal layer in the routed design & met5 \\
Number of detailed-route iterations in the first pass & 6 \\
Routed WL per cell & 26.3 µm \\
Wl on met1 & 71100 µm \\
Vias per std cell & 5.24 \\
Routed length on met2 & 95800 µm \\
Number of antenna cells inserted & 0 \\
\multicolumn{2}{l}{\textbf{GRT}} \\
Via count of the first global-routing pass & 43900 \\
Remaining global-route overflow & 0 \\
Antenna violations before repair & 5 \\
First-pass GRT wire length & 302000 µm \\
Maximum number of pins on one net before global-route repair & 73 \\
Gr usage total & 16.9\% \\
\multicolumn{2}{l}{\textbf{Floorplan}} \\
Floorplan Utilization & 30.2\% \\
Standard-cell rows & 187 \\
Horizontal die dimension & 513 µm \\
Die height & 513 µm \\
Io pins & 98 \\
Die area & 263000 µm² \\
Placeable core region & 259000 µm² \\
\multicolumn{2}{l}{\textbf{Power and ir drop}} \\
Pwr Density & 48.0 nW/µm² \\
Maximum vdd ir drop & 0.0000415 V \\
Total Power Consumption & 4.30 mW \\
Leakage power of the design & 28.0 nW \\
\multicolumn{2}{l}{\textbf{Flow run}} \\
Number of max-cap violations & 0 \\
Count of tool warnings & 52 \\
\multicolumn{2}{l}{\textbf{Status}} \\
Result of the run & finished clean \\
\hline
\end{tabular}
kinds of logic (layout without fill, tap and decap cells):
logic type             count (synthesis)  after routing  synth area share [%]
flip-flops                          2048           2048                  78.6
multiplexers                         502            502                  8.19
AND/OR/NAND/NOR                      424            424                  2.83
AND-OR/OR-AND                        933            933                  8.73
buffers and inverters                300            599                  1.70
metrics by stage:
stage,setup WS (ns),instance area [µm²]
after detailed placement,19.06,83800
after global routing,18.91,89600
after floorplan,22.01,78300
after global placement,19.08,83800
after CTS,19.05,89600
final,19.03,89600
worst max-delay path: cells and delay by family:
| family | cells | cell delay, ns |
|---|---|---|
| AND-OR/OR-AND | 3 | 1.25 |
| buffers and inverters | 5 | 2.78 |
| AND/OR/NAND/NOR | 2 | 0.90 |
layout by cell type (no fill, tap or decap), types with 84 or more instances in the layout:
cell type / n
sky130_fd_sc_hd__a22oi_1: 188
sky130_fd_sc_hd__a221oi_1: 175
sky130_fd_sc_hd__mux2_2: 147
sky130_fd_sc_hd__mux4_2: 96
sky130_fd_sc_hd__edfxtp_1: 2048
sky130_fd_sc_hd__mux2i_1: 259
sky130_fd_sc_hd__buf_4: 193
sky130_fd_sc_hd__a21oi_1: 121
sky130_fd_sc_hd__clkbuf_16: 192
sky130_fd_sc_hd__and3_1: 85
sky130_fd_sc_hd__o21ai_0: 84
sky130_fd_sc_hd__o22ai_1: 93
worst max-delay path by stage:
stage	endpoint	slack, ns	depth (start not counted)	startpoint
CTS	rd[21]	19.05	10	a[4]
global route	rd[6]	18.91	12	a[4]
finish	rd[21]	19.03	10	a[4]
where the power goes:
part           leakage, nW  internal (mW)  switching (mW)
Sequential            18.4           2.36         0.00290
Clock                 2.82          0.948           0.755
Combinational         6.80         0.0744           0.159
cell type report:
type / count / area [µm²]
fill: 23700 / 170000
sequential: 2048 / 61500
multi-input combinational: 1859 / 16000
clock buffer: 235 / 4970
tap: 3402 / 4260
timing repair buffer: 264 / 2010
clock inverter: 98 / 810
inverter: 2 / 15.0
per-layer routing:
metal | GRT usage [%] | vias up
met3 | 12.3 | 371
met2 | 25.2 | 2456
met1 | 19.3 | 20700
li1 | - | 17900
met5 | 1.13 | -
met4 | 4.82 | 14
Power figures rest on the tool's default switching activity, not on a simulated workload.
