==> flow/config.mk <==
export PLATFORM = sky130hd
export DESIGN_NAME = alu
export DESIGN_NICKNAME = alu
export VERILOG_FILES = /design/flow/design.v
export SDC_FILE = /design/flow/constraint.sdc
export NUM_CORES = 4
export LEC_CHECK = 1
export CORE_UTILIZATION = 30
==> flow/constraint.sdc <==
current_design alu

set clk_period 10.6
set clk_io_pct 0.2

create_clock -name clk0 -period $clk_period

set non_clock_inputs [all_inputs -no_clocks]
set_input_delay [expr $clk_period * $clk_io_pct] -clock clk0 $non_clock_inputs
set_output_delay [expr $clk_period * $clk_io_pct] -clock clk0 [all_outputs]
==> flow/design.v <==
module alu (input logic [31:0] a, b,
				input logic [3:0] alu_control,
				input logic [4:0] shamt,
				output logic [31:0] y,
				output logic zero,
				output logic LTEZ);
		logic [31:0] b_temp, sum;
		assign b_temp = alu_control[3]? ~b : b;
		assign sum = a + b_temp + alu_control[3];
		assign zero = (y == 32'b0);
		assign LTEZ = zero | y[31];
		always_comb
		case(alu_control[2:0])
		3'b000: y = a & b_temp;
		3'b001: y = a | b_temp;
		3'b010: y = sum;
		3'b011: y = sum[31];
		3'b100: y = (b_temp << shamt);  
		default:   y = 31'bx; 
		endcase
endmodule
==> flow/run.sh <==
#!/bin/bash
# OpenROAD 26Q1-2900-gdf79404cd8, Yosys 0.63+post, stock flow scripts
make -C /OpenROAD-flow-scripts/flow DESIGN_CONFIG=/design/flow/config.mk WORK_HOME=/design/flow/orfs finish
==> reports/summary.txt <==
mapped cell area: 0.00621 mm^2
Remaining DRCs: 0
CP peak stage delay: 570 ps
Final Total Pwr: 0.000477 W
HPWL after DPL: 20.9 mm
Post-Route Setup TNS: 0 ps
seq_cells: 0
status: completed
num rows: 52
FF/Latch Area: 0 um^2
worst endpoint data arrival time: 7340 ps
Synth warnings: 1
Worst Hold Class: in2out
Mean Syn Cell Area: 6.93 um^2
fill cell count: 2,105
vias in the first global route: 6,511
Core Region: 0.0202 mm^2
DR WL/cell: 20.8 um
number of OpenROAD warnings: 64
cts hold-fix bufs: 0
Critical Path Source Type: primary input
antenna-violating nets left: 0
Diodes inserted: 0
pin count of the biggest net entering global routing: 38
crit path cell chain: buf_4, buf_4, xor2_1, inv_1, ha_1, a21oi_1, o21ai_0, a211oi_1, a21oi_1, o221ai_1, or3b_2, or4_1, or4_1, o21ai_1, clkdlybuf4s50_1
RSZ-0062 raised after global routing: no
Crit path required time: 8480 ps
Max Freq: 106 MHz
GPL Wtd Cong: 0.972
cell count listed in synth_stat.txt: 896
post-CTS setup buffers: 0
Top cells by area: ha_1 13%, mux2i_1 11%, xor2_1 7.8%
Top Ports: 107
via count: 7,125
area share of the leading cell type in the synthesized netlist: 12.9%
DR pass1 iterations: 6
gr usage total: 23.5%
CTS resizes: 0
YS chip area: 0.00621 mm^2
fin crit period: 9460 ps
grt total ovfl: 0
Die Wd: 146 um
Synth Instances: 896
Yosys top cell by area: ha_1
initial antenna violation count: 0
Pwr per Cell Area: 64.0 mW/mm^2
Worst Max-Slew Pin Slew: 977 ps
Area growth syn-to-layout: 19.9%
Worst Setup End Kind: primary output
Critical Path Fanout Max: 37
die height: 146 um
endpoints failing hold: 0
global-route wire length before repair: 38.4 mm
full die area: 0.0213 mm^2
max capacitance violation total: 0
drt total wl: 25.3 mm
Synth cell types: 73
kind of critical path: in2out
crit share post-route: 89.3%
layout cells sized above 1: 5.78%
Leakage: 3.18 nW
vias per cell: 5.84
1st-iter DRT viols: 651
final-report setup violation count: 0
Util after Layout: 36.8%
VDD IR max: 0.0257 mV
clock buffers: 0
Slowest-stage cell, CP: or4_1
Seq share, synth: 0%
FP Util: 30.7%
relative slew slack: 34.3%
# port buffers: 107
max-slew violation count: 0
## synth_stat cells (14+ instances only)
master / number
buf_1: 14
nand2_1: 69
mux2i_1: 70
nand4_1: 21
a211oi_1: 24
inv_1: 77
clkbuf_1: 44
a21oi_1: 68
o21ai_0: 51
nor3_1: 18
o211ai_1: 14
xor2_1: 55
xnor2_1: 17
nor2_1: 62
ha_1: 64
## through the flow
step | area (um^2) | hold WS [ps] | instances | setup WS [ps]
CTS | 7450 | 5420 | 1221 | 1170
finish | 7450 | 5440 | 1221 | 1140
detailed placement | 7450 | 5420 | 1221 | 1210
floorplan | 6210 | 4480 | 896 | 1340
global placement | 7450 | 5420 | 1221 | 1270
global route | 7450 | 5480 | 1221 | 831
## metal layers
layer	part of all wire, %	vias to the layer above	track usage (%)
met2	46	328	37.2
li1	-	3421	-
met3	8.3	41	3.01
met1	43	3335	33.8
met4	2.8	0	6.11
met5	0	-	0
## layout by cell type (no fill, tap or decap), types with 5 or more instances in the layout
cell type        Yosys  final
a211o_1              6      6
o21a_1               7      7
mux2i_1             70     70
o22ai_1             11     11
and3_1               5      5
o21ai_0             51     51
nand2b_1             6      6
or4_1                7      7
nor4_1              10     10
a22oi_1             12     12
ha_1                64     64
nand3b_1             6      6
and2_1               5      5
nand4_1             21     21
xor2_1              55     55
or3_1                5      5
o221ai_1             5      5
mux4_2              12     12
a211oi_1            24     24
or2_2                5      5
a21o_1               8      8
xnor2_1             17     17
buf_4                1     17
a21oi_1             68     68
nor2_1              62     62
nor3_1              18     18
nand2_1             69     69
o211ai_1            14     14
nor2b_1              7      7
inv_1               77     77
a221oi_1            11     11
clkdlybuf4s50_1      0    104
a22o_1               7      7
nand3_1              9      9
mux2_2               7      7
## path summary, 6_finish.rpt
check,endpoint,slack (ps),depth (start not counted),from
worst max-delay path,LTEZ,1140,15,alu_control[3]
worst min-delay path,y[12],5440,5,alu_control[0]
## power breakdown
part           switching [W]  leakage [nW]  total, W  internal [W]
Clock                      0             0         0             0
Combinational       0.000281          3.18  0.000477      0.000196
Sequential                 0             0         0             0
Total               0.000281          3.18  0.000477      0.000196
## final cells by class
| type | instances | area [um^2] | share of cell area [%] |
|---|---|---|---|
| inverter | 77 | 289 | 3.88 |
| multi-input combinational | 751 | 5640 | 75.8 |
| tap | 270 | 338 | 4.53 |
| timing repair buffer | 123 | 1180 | 15.8 |
## kinds of logic after synthesis
kind of cell,synth area share (%)
compound gates,29.7
simple gates,20.3
xor+xnor,10.4
buf+inv,9.21
mux,17.1
fa+ha+maj,13.2
## worst max-delay path, delay by kind of cell
family	cells	cell delay (ps)
adders and majority gates	1	510
and+or+nand+nor	3	1610
xor gates and xnor gates	1	270
AOI/OAI and AO/OA	6	1270
buffers and inverters	4	1520
Power figures rest on the tool's default switching activity, not on a simulated workload.
